==> flow/config.mk <==
export PLATFORM = sky130hd
export DESIGN_NAME = counter_16bit_better
export DESIGN_NICKNAME = counter_16bit_better
export VERILOG_FILES = /design/flow/design.v
export SDC_FILE = /design/flow/constraint.sdc
export NUM_CORES = 4
export LEC_CHECK = 1
export CORE_AREA = 10 10 100 100
export DIE_AREA = 0 0 110 110
==> flow/design.v <==
module counter_16bit_better (
    input clk,  
    input reset,
    input [15:0] datain,
    input load,         
    output [15:0] dataout 
);
    reg [15:0] dataout_reg;
    always @(posedge clk or posedge reset) begin
        if (reset) begin
            dataout_reg <= 16'b0000000000000000; 
        end else if (load) begin
            dataout_reg <= datain;
        end else begin
            dataout_reg <= dataout_reg + 1;
        end
    end
    assign dataout = dataout_reg;
endmodule
==> flow/constraint.sdc <==
current_design counter_16bit_better

set clk_period 2.3
set clk_io_pct 0.2

create_clock -name clk0 -period $clk_period [get_ports {clk}]

set non_clock_inputs [all_inputs -no_clocks]
set_input_delay [expr $clk_period * $clk_io_pct] -clock clk0 $non_clock_inputs
set_output_delay [expr $clk_period * $clk_io_pct] -clock clk0 [all_outputs]
==> flow/run.sh <==
#!/bin/bash
# OpenROAD 26Q1-2900-gdf79404cd8, Yosys 0.63+post, stock flow scripts
make -C /OpenROAD-flow-scripts/flow DESIGN_CONFIG=/design/flow/config.mk WORK_HOME=/design/flow/orfs finish
==> run_results.csv <==
group,metric,value,unit
sta,worst_pin_slew,0.604,ns
sta,fin_setup_tns,0,ns
sta,post-route-min-period,1.69,ns
synthesis,synth-edff-count,0,
route,drtIter0Drc,48,
sta,hold_viol,0,
floorplanning,rows,32,
sta,slew_headroom,0.597,
critical_path,cp_data_arrival_time,1.23,ns
grt,antenna_found_initial,0,
grt,grt_pass1_vias,753,
synthesis,synth.most_common_cell,"nand2_1",
synthesis,top_cell_area_share,0.458,
cells_and_area,largest_reg_flops,16,
cells_and_area,area_growth,58.7,%
sta,rsz0062_at_grt,"no",
route,routed_wl,2.75,mm
floorplanning,die_w,110,um
cells_and_area,final_cells,229,
clock_tree,path_clk_slew,0.06,ns
synthesis,synthCells,91,
synthesis,avgSynthCellArea,9.61,um^2
floorplanning,dieArea,12100,um^2
sta,slew_viol_final,0,
sta,setup_viol,0,
cells_and_area,fin_area,1390,um^2
pwr,power_per_cell_area,534,nW/um^2
route,vias_per_cell,3.24,
clock_tree,numCtsBuffers,3,
synthesis,async_flop_share,1.00,
cells_and_area,layout-drive-gt1-share,0.118,
clock_tree,cts_sinks,16,
floorplanning,dieHeight,110,um
grt,track_usage,0.0465,
grt,grt_max_degree,17,
sta,fin_worst_skew,0.00176,ns
critical_path,endpoint_kind,"primary output",
synthesis,topCellsByArea,"dfrtp_1 (46%), xnor2_1 (10%), nand2_1 (7.3%)",
critical_path,path_class,"reg2out",
synthesis,yosysSeqAreaShare,0.458,
grt,gr-total-overflow,0,
synthesis,synth_area,875,um^2
placed_design,dp_cells,226,
placed_design,numPortBuffers,34,
critical_path,startpoint_type,"flip-flop",
status,outcome,"completed",
clock_tree,clock_path_buffers,2,
synthesis,netlist_top_cells_count,"nand2_1 (17), dfrtp_1 (16), xnor2_1 (10)",
sta,period_used_share,0.735,
critical_path,path_buffers,1,
route,drt_drc_violations_left,0,
pwr,cellLeakagePower,0.493,nW
placed_design,place_congestion,0.812,
clock_tree,cts-hold-fix-buffers,0,
clock_tree,cts_resized,0,
synthesis,yosys_warnings,1,
synthesis,ys_chip_area,875,um^2
clock_tree,post_cts_buffers,0,
sta,max_clock_freq,592,MHz
synthesis,ys_ff,16,
floorplanning,io_pins,35,
critical_path,worstPathCellList,"clkdlybuf4s50_1",
synthesis,synth_top_cell_by_area,"dfrtp_1",
synthesis,synth_cell_types,17,
clock_tree,cts_max_level,1,
critical_path,required,1.84,ns
critical_path,cp_max_fo,6,
critical_path,slowest_delay,0.53,ns
pwr,ir_drop,458,uV
clock_tree,cts_tree,"yes",
job,maxCapViolations,0,
critical_path,critPathTopFamily,"buffers and inverters",
route,ant_nets,0,
clock_tree,insertion_delay,0.24,ns
job,warnings,25,
critical_path,cp_slowest_cell,"clkdlybuf4s50_1",
route,wl_per_cell,12.0,um
route,first_pass_iters,4,
floorplanning,fp.coreArea,7810,um^2
worst_hold_path,hold_class,"reg2reg",
synthesis,synth-main-ff-cell,"dfrtp_1",
placed_design,placed_cell_area,1350,um^2
route,antennaDiodeCount,0,
clock_tree,cts_root_buffer,"clkbuf_8",
synthesis,ys_cells,91,
cells_and_area,fill_cells,877,
grt,grt_pass1_wl,4.28,mm
floorplanning,fp_util,0.112,
route,vias,743,
placed_design,hpwl,2.28,mm
## stage by stage
step	power (W)	util	hold WS, ns	worst slack (ns)
after floorplan	0.000421	-	0.374	0.889
after global placement	0.000547	0.172	0.541	0.706
after detailed placement	0.000547	0.172	0.546	0.683
after CTS	0.000759	0.178	0.558	0.586
after global routing	0.000792	0.178	0.624	0.551
final	0.000741	0.178	0.559	0.610
## cell families after synthesis
family	after synthesis	share of synthesized area
AOI/OAI and AO/OA	13	0.0744
xor gates and xnor gates	14	0.140
adders and majority gates	1	0.0143
buffers and inverters	7	0.0300
DFF	16	0.458
muxes	3	0.0386
and+or+nand+nor	37	0.245
## worst register-to-register path, stage by stage (launching register included)
cell,delay (ns)
dfrtp_1,0.42
ha_1,0.25
nand4_2,0.22
nor4_2,0.36
xnor2_1,0.15
o21ai_1,0.07
## per-layer routing
layer	vias up	GRT usage	wire, um
li1	384	-	-
met1	330	0.0684	1340
met2	27	0.0631	1150
met3	2	0.0217	240
met4	0	0.00279	15
met5	-	0	0
## worst paths after layout
check                                from         endpoint  slack (ns)  depth (start not counted)
max reg2reg                dataout_reg[0]  dataout_reg[14]        0.73                          5
min                        dataout_reg[0]   dataout_reg[0]        0.56                          1
min in group asynchronous           reset   dataout_reg[2]        0.61                          2
max in group asynchronous           reset  dataout_reg[10]        1.30                          2
min reg2reg                dataout_reg[0]   dataout_reg[0]        0.56                          1
max                        dataout_reg[2]       dataout[2]        0.61                          1
## report_power, final
| part | internal (W) | switching [W] | total, W |
|---|---|---|---|
| registers | 0.000313 | 0.0000446 | 0.000357 |
| logic | 0.000118 | 0.0000615 | 0.000179 |
| clock network | 0.000116 | 0.0000886 | 0.000204 |
| total | 0.000546 | 0.000195 | 0.000741 |
## placed cells by master, fill, tap and decap left out
cell	count
clkdlybuf4s50_1	34
nand2_1	17
dfrtp_1	16
xnor2_1	10
o21ai_0	7
o21ai_1	6
nor4_2	5
nand3_1	4
xor2_1	4
inv_1	4
nand4_1	3
mux2_2	3
nor3_1	3
nor2_1	3
clkbuf_8	3
buf_4	2
nand4_2	1
nand3_2	1
ha_1	1
## final cells by class
cell class,instances,area (um^2),share of cell area
Multi-Input combinational cell,68,448,0.323
Clock buffer,3,41.3,0.0298
Sequential cell,16,400,0.289
Inverter,4,15.0,0.0108
Tap cell,102,128,0.0920
Timing Repair Buffer,36,355,0.256
No activity file was given, so power comes from the tool's default toggle rates.
