===== config.mk =====
export PLATFORM = sky130hd
export DESIGN_NAME = counter_4bit
export DESIGN_NICKNAME = counter_4bit
export VERILOG_FILES = /design/flow/design.v
export SDC_FILE = /design/flow/constraint.sdc
export NUM_CORES = 4
export LEC_CHECK = 1
export CORE_AREA = 10 10 81 81
export DIE_AREA = 0 0 91 91

===== constraint.sdc =====
current_design counter_4bit

set clk_period 2.3
set clk_io_pct 0.2

create_clock -name clk0 -period $clk_period [get_ports {clk}]

set non_clock_inputs [all_inputs -no_clocks]
set_input_delay [expr $clk_period * $clk_io_pct] -clock clk0 $non_clock_inputs
set_output_delay [expr $clk_period * $clk_io_pct] -clock clk0 [all_outputs]

===== design.v =====
module counter_4bit(
    input clk, 
    input reset,
    output [15:0] count
);
    reg [15:0] count_reg;
    always @(posedge clk or posedge reset) begin
        if (reset) 
            count_reg <= 16'b0000000000000000;
        else
            count_reg <= count_reg + 1;
    end
    assign count = count_reg;
endmodule

===== run.sh =====
#!/bin/bash
# OpenROAD 26Q1-2900-gdf79404cd8, Yosys 0.63+post, stock flow scripts
make -C /OpenROAD-flow-scripts/flow DESIGN_CONFIG=/design/flow/config.mk WORK_HOME=/design/flow/orfs finish

==> flow_metrics.rpt <==
=== SYNTHESIS / PLACE & ROUTE SUMMARY ===
----------------------------------------------------
[Pwr]
  Switching Power ........................ roughly 0.099 mW
  Peak supply drop ........................ approximately 0.00027 V
  Int Power ........................ between 0.4 and 0.5 mW
  Fraction of power consumed by the clock network ........................ 45.9%
  Switch share ........................ a little under a fifth
  Fraction of power consumed by sequential logic ........................ between 50% and 60%
  Power Dens Cells ........................ ~530 mW/mm^2
  Leak ........................ 0.450 nW
  Proportion of power drawn by combinational gates ........................ under 10%

[Place]
  Worst slack, placed ........................ just under 0.9 ns
  Final Wtd Congestion ........................ ~0.78
  Final HPWL from detailed placement ........................ 1240 um
  Number of port buffers ........................ 17
  Count of placed standard cells including taps ........................ between 100 and 150

[Die]
  Core Area ........................ just under 0.005 mm^2
  Floorplan die area ........................ approximately 0.0083 mm^2
  I/O pin count ........................ 18
  Die extent in y ........................ 91 um
  Die boundary width ........................ 91 um
  FP Rows ........................ 25
  Pre-placement core utilization ........................ around 15%

[Critical path]
  Crit path largest cell delay ........................ ~0.52 ns
  Largest fanout of any net on the critical path ........................ 5
  Crit-path leading delay family ........................ buffers and inverters
  Buffers & Inverters on Critical Path ........................ 1
  Data arrival, critical path ........................ 1.24 ns
  Crit path max-delay cell type ........................ sky130_fd_sc_hd__clkdlybuf4s50_1
  Critical path data required time ........................ roughly 1.8 ns
  Endpoint class of the critical path ........................ output port
  Ordered list of cells on the worst path ........................ clkdlybuf4s50_1
  Startpoint kind of the worst setup timing path ........................ flip-flop
  Type of the setup path with the least slack ........................ reg -> out

[Hold path]
  Class of the worst hold path ........................ reg -> reg

[CTS]
  Number of levels in the clock H-tree ........................ 1
  Clock tree sinks ........................ 16
  Number of buffers inserted by post-CTS setup repair ........................ 0
  Clk root buf ........................ sky130_fd_sc_hd__clkbuf_8
  Clock-pin slew on the worst setup and hold paths ........................ approximately 0.06 ns
  Clk ins delay skew pair ........................ 0.25 ns
  Resized Gates After CTS ........................ 0
  Max clock buf depth ........................ 2
  Hold buffers post-CTS ........................ 0
  Number of buffers inserted during clock tree synthesis ........................ 3
  TritonCTS clock tree ........................ yes

[Yosys]
  Chip area estimate from yosys synthesis ........................ roughly 700 um^2
  Seq/Total Area, Yosys ........................ 57.0%
  Number of flip-flops and latches in the synthesized netlist ........................ 16
  Post-Syn Area per Cell ........................ roughly 12 um^2
  Cell area after synthesis ........................ about 700 um^2
  Synth warnings ........................ 1
  Synthesized instance count ........................ approximately 60
  Cell Type Count ........................ 14
  Yosys stat cell total ........................ 60

[STA]
  Pin slew with the least headroom to its limit ........................ a little over 0.6 ns
  Final hold violation count ........................ 0
  Slew HR ........................ between 50 and 60%
  Number of max-slew violations in the final report ........................ 0
  Post-route clock period utilization ........................ between 70% and 80%
  Post-layout worst setup margin ........................ between 0.6 and 0.7 ns
  Unrepaired setup endpoints after global routing ........................ no
  Final setup violating endpoints ........................ 0
  Worst setup skew after layout ........................ about 0.0036 ns
  Final critical path time including I/O delays and setup ........................ 1.70 ns
  Fin Setup TNS ........................ 0 ns
  Max Clk Rate ........................ roughly 590 MHz

[Detailed routing]
  Total routed wirelength ........................ about 1700 um
  Detailed Routing Iterations Pass 1 ........................ 3
  Post-detailed-route via-to-cell ratio ........................ 3.47
  Final routed DRC violation total ........................ 0
  Via total after detailed routing ........................ a little over 500
  Number of antenna-violating nets in the routed design ........................ 0
  Number of design-rule violations left by the first detailed-router iteration ........................ 7
  Antenna cells ........................ 0
  Average detailed-routed wire length per instance ........................ around 11 um

[Global routing]
  Global-route congestion overflow total ........................ 0
  Via count of the first global-routing pass ........................ ~550
  Overall fraction of global-route tracks in use ........................ under 10%
  Number of antenna violations at the first check in global routing ........................ 0
  Largest net degree at the start of global routing ........................ 17
  Global-route wire length before repair ........................ ~2800 um

[Layout]
  Max reg flops ........................ 16
  Signed area change from the synthesized netlist to the final layout ........................ 44.0%
  Fraction of layout instances using a drive strength above 1 ........................ 8.64%
  Post-Layout Cell Count ........................ 148

[Status]
  Status ........................ complete, no violations

[Flow run]
  Log Warnings ........................ 25
  Total of max-cap violations ........................ 0

----------------------------------------------------
cells in the final DEF (no fill, tap or decap), drive strengths merged:
cell            n
clkbuf          4
xor2            9
xnor2           5
nor3            4
nand2           4
nand4           4
nor2            3
inv             5
nor4            4
ha              1
nand3           5
dfrtp          16
clkdlybuf4s50  17
worst register-to-register path, delay by kind of cell (launching register included):
family | cells | cell delay [ns]
and+or+nand+nor | 2 | 0.53
adders and majority gates | 1 | 0.25
DFF | 1 | 0.43
xor gates and xnor gates | 1 | 0.17
power by group through the flow:
stage     Combinational (mW)  Clock (mW)  Sequential (mW)
4_1_cts              0.00753       0.251            0.281
5_1_grt              0.00827       0.275            0.281
6_report             0.00707       0.245            0.281
path summary, 6_finish.rpt:
| check | slack [ns] | cells past startpoint | endpoint | startpoint |
|---|---|---|---|---|
| max in group asynchronous | 1.31 | 2 | count_reg[5] | reset |
| min | 0.47 | 1 | count_reg[15] | count_reg[15] |
| min in group asynchronous | 0.59 | 2 | count_reg[14] | reset |
| max | 0.60 | 1 | count[8] | count_reg[8] |
| max reg2reg | 0.84 | 4 | count_reg[12] | count_reg[1] |
| min reg2reg | 0.47 | 1 | count_reg[15] | count_reg[15] |
cell families (layout without fill, tap and decap cells):
logic type / count (synthesis) / in the layout / synth area share (%)
and+or+nand+nor: 24 / 24 / 21.0
xor gates and xnor gates: 14 / 14 / 17.5
adders and majority gates: 1 / 1 / 1.78
buffers and inverters: 5 / 26 / 2.67
DFF: 16 / 16 / 57.0
area by class of cell:
| type | instances | area, um^2 |
|---|---|---|
| Fill cell | 535 | 3810 |
| Sequential cell | 16 | 400 |
| Multi-Input combinational cell | 39 | 283 |
| Timing Repair Buffer | 17 | 170 |
| Tap cell | 67 | 83.8 |
| Clock buffer | 4 | 55.1 |
| Inverter | 5 | 18.8 |
routing by layer:
layer / global-route usage, % / vias to the layer above / wire, um
met4: 0.131 / 0 / 0
met5: 0 / - / 0
met2: 5.85 / 15 / 692
met3: 2.90 / 0 / 206
met1: 5.30 / 253 / 751
li1: - / 245 / -
Yosys cell counts:
cell type	n	area, um^2
sky130_fd_sc_hd__nand4_1	3	18.8
sky130_fd_sc_hd__dfrtp_1	16	400
sky130_fd_sc_hd__nand3_1	4	20.0
sky130_fd_sc_hd__nor4_2	1	12.5
sky130_fd_sc_hd__inv_1	5	18.8
sky130_fd_sc_hd__nand4_4	1	21.3
sky130_fd_sc_hd__nand2_1	4	15.0
sky130_fd_sc_hd__xnor2_1	5	43.8
sky130_fd_sc_hd__ha_1	1	12.5
sky130_fd_sc_hd__xor2_1	9	78.8
sky130_fd_sc_hd__nor4_1	3	18.8
sky130_fd_sc_hd__nand3_2	1	10.0
sky130_fd_sc_hd__nor2_1	3	11.3
sky130_fd_sc_hd__nor3_1	4	20.0
per-stage QoR:
stage                     util (%)  power [mW]  instance area [um^2]  hold slack [ns]
after global placement        19.8       0.294                   956            0.456
final                         21.0       0.534                  1010            0.467
after floorplan                  -       0.291                   702            0.374
after detailed placement      19.8       0.294                   956            0.457
after global routing          21.0       0.564                  1010            0.477
after CTS                     21.0       0.540                  1010            0.469
Power is estimated from default activity; no workload was simulated.
